**config.mk**
```make
export PLATFORM = sky130hd
export DESIGN_NAME = priority_encoder
export DESIGN_NICKNAME = priority_encoder
export VERILOG_FILES = /design/flow/design.v
export SDC_FILE = /design/flow/constraint.sdc
export NUM_CORES = 4
export LEC_CHECK = 1
export CORE_AREA = 10 10 70 70
export DIE_AREA = 0 0 80 80
```
**constraint.sdc**
```tcl
current_design priority_encoder

set clk_period 1.9
set clk_io_pct 0.2

create_clock -name clk0 -period $clk_period

set non_clock_inputs [all_inputs -no_clocks]
set_input_delay [expr $clk_period * $clk_io_pct] -clock clk0 $non_clock_inputs
set_output_delay [expr $clk_period * $clk_io_pct] -clock clk0 [all_outputs]
```
**design.v**
```verilog
module priority_encoder(D, Q);
parameter N = 4;
input [2**N-1:0] D;
output reg [N-1:0] Q;
integer i;
always @(*) begin
	Q[N-1:0] = 'bx;
	for(i = 0; i < 2**N; i = i+1)
	begin
		if (D[i])
		begin
			Q[N-1:0] = 0;
			Q = i;
		end
	end
end
endmodule
```
**run.sh**
```bash
#!/bin/bash
# OpenROAD 26Q1-2900-gdf79404cd8, Yosys 0.63+post, stock flow scripts
make -C /OpenROAD-flow-scripts/flow DESIGN_CONFIG=/design/flow/config.mk WORK_HOME=/design/flow/orfs finish
```
==> run notes <==
Implementation run completed; key figures follow.

Layout:
- The run gives the relative area change from synthesis to final layout as 213%.
- The run puts the share of post-route cells with drive strength above 1 at 25.9%.
- The run gives the final instance count without filler cells as 100.
- The run gives the number of clock buffers in the layout as 0.
- Summing all non-filler instances in the final layout gives an area of 443 um^2.
- The run puts the count of flip-flops and latches at 0.
- The run puts the area taken by flip-flops and latches at 0 um^2.
- The run puts the utilization after layout at 13.0%.

Worst setup path:
- The run gives the nature of the critical path endpoint as a primary output.
- The run puts the endpoint required time on the critical path at 1.52 ns.
- The run gives the critical path launch point as D[9].
- The critical path maximum fanout is 2.
- The worst setup path is of the input port to primary output kind.
- The worst setup path is launched from an input port.
- In this run the critical path is formed by dlygate4sd2_1 > or3b_1 > a311oi_1 > a31oi_1 > buf_2.
- The run gives the highest-delay cell along the critical path as sky130_fd_sc_hd__or3b_1.
- The run puts the delay of the slowest critical-path stage at 0.37 ns.
- The run puts the data arrival time of the critical path at 1.45 ns.

Global route:
- For this run the aggregate overflow at the end of global routing stands at 0.
- The run gives the maximum number of pins on one net before global-route repair as 5.
- The first global-routing pass estimated 1420 um of wire.
- The via count of the first global-routing pass came to 304.
- The run puts the number of antenna violations at the first check in global routing at 0.
- The run puts the total global-route track usage at 2.63%.

Yosys:
- The run gives the xor and xnor area share after synthesis as 0%.
- The run puts the register share after synthesis at 0%.
- The run gives the summed instance area of the synthesized netlist as 141 um^2.
- Per the Yosys statistics, synthesis produced 25 cells.
- After synthesis, the share of cell area in mux cells is 0%.
- Counting the warning lines in the Yosys log gives 1.
- The run gives the yosys stat chip area as 141 um^2.
- The run puts the post-synthesis cell count at 25.
- The run gives the area fraction in compound gates as 38.1%.
- In this run, the synthesized area fraction spent on adder and majority cells is recorded as 0%.
- The run puts the simple-gate area share of the yosys netlist at 59.3%.
- The run gives the average cell area after synthesis as 5.66 um^2.
- The run gives the prevailing logic family in the synthesized netlist as simple AND/OR/NAND/NOR gates.
- The run gives the distinct cell type count of the synthesized netlist as 15.

Floorplan:
- The run gives the initial cell density of the core as 4.14%.
- The run puts the placement row count at 21.
- The run puts the number of top-level design ports at 20.
- The run puts the chip width at 80 um.
- The vertical die dimension reported for this design is 80 um.
- The floorplan step defined a core boundary enclosing 3420 um^2.
- The chip occupies 6400 um^2.

Detailed routing:
- The run puts the number of routed nets with antenna violations at 0.
- The run gives the count of unresolved DRC violations after routing as 0.
- The run gives the number of optimization iterations in the first detailed-route pass as 4.
- The run gives the number of DRC markers after the initial detailed-route iteration as 16.
- The run puts the average routed wire per standard cell at 9.03 um.
- The run gives the number of inserted diodes as 0.
- The detailed router placed 295 vias in this run.
- The run gives the detailed-route vias per instance as 2.95.
- The run gives the total length of routed wires as 903 um.

Timing:
- The run gives the actual transition at the worst max-transition pin as 0.277 ns.
- Setup repair after global routing left no endpoint under its margin.
- The run puts the highest attainable clock frequency at 545 MHz.
- The run gives the remaining max-slew budget at the tightest pin as 81.4%.
- Max-slew check failures listed in the final report amount to 0.
- The worst path uses 96.6% of the clock period.
- The run gives the total setup violations reported at the end of the flow as 0.
- The run puts the minimum period implied by the final worst setup slack at 1.83 ns.
- The run puts the hold violation total from the final report at 0.

Clock network:
- The run gives the number of buffers inserted for hold repair after clock tree synthesis as 0.

Status:
- The run finished with clean final reports.

Power:
- Overall power consumption after layout is estimated at 66.7 uW.
- Per the power-grid run, VDD falls by no more than 0.0165 mV.
- The run gives the power per standard cell area as 151 nW/um^2.
- The run puts the static leakage at 0.179 nW.

Hold path:
- The startpoint identified for the worst hold timing path is D[11].
- The worst hold path belongs to the class input port to primary output.

Place:
- The run puts the instance area at placement at 457 um^2.
- The run puts the post-DP HPWL at 783 um.
- The run puts the count of input and output buffers at 19.
- Counting tap cells, the placed design contains a total of 99 instances.
- RePlAce ended its routability-driven mode at a weighted congestion of 0.782.

Run:
- The run puts the total of max-cap violations at 0.
- The run gives the OpenROAD warning count as 33.
-- what timing repair did --
item | in CTS | in global routing
pin swaps | 9 | 2
setup endpoints to repair | 4 | 2
resized | 24 | 2
buffers inserted | 1 | 0
cloned | 0 | 0
-- report_power, final --
part / total (mW) / switching [mW] / internal [mW]
clock network: 0 / 0 / 0
registers: 0 / 0 / 0
logic: 0.0667 / 0.0255 / 0.0412
total: 0.0667 / 0.0255 / 0.0412
-- cell usage after synthesis --
cell type                  n  share of area [%]
sky130_fd_sc_hd__a311oi_1  1                6.2
sky130_fd_sc_hd__nand2b_1  2                8.8
sky130_fd_sc_hd__nor4_1    2                8.8
sky130_fd_sc_hd__nor2b_1   1                4.4
sky130_fd_sc_hd__nand2_1   1                2.7
sky130_fd_sc_hd__nor2_1    8                 21
sky130_fd_sc_hd__o311ai_1  1                6.2
sky130_fd_sc_hd__nand3_1   1                3.5
sky130_fd_sc_hd__or3b_1    1                6.2
sky130_fd_sc_hd__a221o_1   1                7.1
sky130_fd_sc_hd__a31oi_1   1                4.4
sky130_fd_sc_hd__nor3_1    1                3.5
sky130_fd_sc_hd__inv_1     1                2.7
sky130_fd_sc_hd__a311o_1   1                7.1
sky130_fd_sc_hd__o21ai_0   2                7.1
-- cell families (layout without fill, tap and decap cells) --
logic type / Yosys count / after routing
simple gates: 17 / 17
compound gates: 7 / 7
buf+inv: 1 / 30
-- worst max-delay path: cells and delay by family --
family                 cells  cell delay, ns
AND-OR/OR-AND              2            0.33
buffers and inverters      2            0.36
AND/OR/NAND/NOR            1            0.37
-- routing by layer --
metal / vias to the layer above / GRT usage (%) / wire length [um]
li1: 157 / - / -
met3: 0 / 0.455 / 65
met5: - / 0 / 0
met2: 13 / 4.57 / 424
met4: 0 / 0 / 0
met1: 125 / 3.49 / 412
-- cells in the final DEF (no fill, tap or decap), types with 2 or more instances in the layout --
| cell type | instances |
|---|---|
| sky130_fd_sc_hd__dlygate4sd2_1 | 16 |
| sky130_fd_sc_hd__nand2b_1 | 2 |
| sky130_fd_sc_hd__o21ai_1 | 2 |
| sky130_fd_sc_hd__nor2_1 | 7 |
| sky130_fd_sc_hd__buf_4 | 10 |
-- path summary, 6_finish.rpt --
check / slack (ns) / end / cells past startpoint
worst min-delay path: 1.28 / Q[0] / 5
worst max-delay path: 0.07 / Q[0] / 5
-- final cells by class --
cell class                 instances  area [um^2]
inverter                           1         3.75
timing repair buffer              29          235
fill                             406         2970
multi-input combinational         24          146
tap                               46         57.6
-- through the flow --
stage                     hold WS [ns]  TNS, ns  setup WS, ns
after global routing              1.33        0      0.000686
after detailed placement          1.88    -1.55        -0.459
after floorplan                  0.814        0         0.502
after global placement            1.87    -1.57        -0.455
final                             1.28        0        0.0654
after CTS                         1.31        0        0.0496
Power figures rest on the tool's default switching activity, not on a simulated workload.

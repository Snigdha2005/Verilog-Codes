==> run.sh <==
#!/bin/bash
# OpenROAD 26Q1-2900-gdf79404cd8, Yosys 0.63+post, stock flow scripts
make -C /OpenROAD-flow-scripts/flow DESIGN_CONFIG=/design/flow/config.mk WORK_HOME=/design/flow/orfs finish
==> config.mk <==
export PLATFORM = sky130hd
export DESIGN_NAME = comparator
export DESIGN_NICKNAME = comparator
export VERILOG_FILES = /design/flow/design.v
export SDC_FILE = /design/flow/constraint.sdc
export NUM_CORES = 4
export LEC_CHECK = 1
export CORE_AREA = 10 10 70 70
export DIE_AREA = 0 0 80 80
==> constraint.sdc <==
current_design comparator

set clk_period 1.5
set clk_io_pct 0.2

create_clock -name clk0 -period $clk_period

set non_clock_inputs [all_inputs -no_clocks]
set_input_delay [expr $clk_period * $clk_io_pct] -clock clk0 $non_clock_inputs
set_output_delay [expr $clk_period * $clk_io_pct] -clock clk0 [all_outputs]
==> design.v <==
module comparator(A, B, Y);
parameter N = 4;
input [N-1:0] A, B;
output reg [2:0] Y;
always @(*) begin
	Y = 3'b000;
	if (A < B)
		Y[2] = 1'd1;
	else
	begin
		if (A == B)
			Y[1] = 1'd1;
		else
			Y[0] = 1'd1;
	end
end
endmodule
==> ci_impl_report.md <==
### Metrics collected by this job

| Metric | Value |
|---|---|
| Worst setup margin | `-36.6 ps` |
| WL final | `486 um` |
| Cells after DPL | `75` |
| Post-layout utilization of the core | `10.7%` |
| Non-filler cells, final | `77` |
| VDD IR-drop max | `0.0319 mV` |
| Avg Cell Area, Syn | `6.60 um^2` |
| RD Place Congestion | `about 0.7` |
| WHS Endpoint | `Y[0]` |
| GR Util All Layers | `1.43%` |
| Vias in the first global route | `roughly 170` |
| Total die size | `6400 um^2` |
| Share of layout cells above drive strength 1 | `74.2%` |
| CTS Hold Bufs | `0` |
| Worst slew margin | `around 85%` |
| Min Tclk post-route | `1540 ps` |
| Crit path from | `B[3]` |
| # DRC | `0` |
| Final worst path period share | `102%` |
| ANT cells | `0` |
| Worst hold stages | `5` |
| CP arrival | `1240 ps` |
| Hold Path Class | `primary input to output pin` |
| CP required | `roughly 1200 ps` |
| Post-Syn Instances | `18` |
| Final Power | `0.0990 mW` |
| Largest net degree at the start of global routing | `4` |
| Fmax | `about 0.65 GHz` |
| Cell area after layout | `364 um^2` |
| Core area | `3420 um^2` |
| CP max-delay cell | `ha_4` |
| CP Class | `primary input to output pin` |
| Slew Limit Fails | `0` |
| Hold Fails Final Rpt | `0` |
| Seq cells | `0` |
| Number of port buffers | `11` |
| Final number of setup-violating endpoints | `1` |
| Post-synth seq share | `0%` |
| Largest area contributor in the netlist | `ha_1` |
| Syn. warnings | `1` |
| Outcome | `finished, violations left` |
| Cells in synth_stat.txt | `18` |
| Post-synthesis cell type count | `9` |
| Actual slew at the worst max-slew pin | `224 ps` |
| Iteration-0 DRC Markers | `1` |
| Fill count | `roughly 390` |
| Maxcap violations | `0` |
| YS chip area | `119 um^2` |
| DR WL/cell | `~6.3 um` |
| CP Launch Type | `primary input` |
| Tool Warnings | `34` |
| Grt ovf | `0` |
| Worst Setup End Kind | `output pin` |
| Drt via density | `2.19` |
| ANT nets after route | `0` |
| Main area contributors | `ha_1 (42%), inv_1 (16%), a21oi_1 (8.4%), a311oi_1 (7.4%), a21o_1 (6.3%)` |
| FP Util | `3.48%` |
| Max FO, Critical Path | `3` |
| Area Growth Syn to Fin | `206%` |
| Worst path max stage delay | `270 ps` |
| Final-layout clock buffer total | `0` |
| Hold wc startpoint | `A[3]` |
| Total number of vias | `169` |
| # IOs | `11` |
| RSZ-0062 raised after global routing | `true` |
| Setup TNS | `-36.6 ps` |
| Top cell area share | `42.1%` |
| Power per Cell Area | `around 270 nW/um^2` |
| Failing checks | `setup timing` |
| First-pass GRT wire length | `~790 um` |
| Post-Synthesis Cell Area | `119 um^2` |
| Total leakage power | `between 0.1 and 0.15 nW` |
| Critical Path, Cell by Cell | `buf_8 > inv_4 > ha_4 > nand2_4 > a21o_1 > buf_6 > a21oi_2 > buf_2` |
| Placement Cell Area | `287 um^2` |
| First-pass DRT Iterations | `2` |
| Die Span Y | `around 80 um` |
| Antenna violations before repair | `0` |
| Register area | `0 um^2` |
| Rows | `21` |
| Die width | `roughly 80 um` |
==> synthesized netlist by cell type <==
cell type,n
nor2_1,1
and2_1,1
a21oi_1,2
a21o_1,1
ha_1,4
a311oi_1,1
nand2b_1,1
inv_1,5
nand2_1,2
==> placed cells by master (no fill, tap or decap) <==
master / count
nand2_1: 1
clkbuf_2: 1
clkdlybuf4s15_1: 1
buf_2: 3
a311oi_1: 1
and2_1: 1
a21o_1: 1
ha_2: 1
inv_2: 1
buf_8: 1
buf_4: 1
a21oi_2: 2
nand2_4: 1
inv_4: 2
inv_1: 2
buf_6: 6
ha_4: 3
nand2b_4: 1
nor2_1: 1
==> per-stage QoR <==
stage	setup slack [ps]	hold WS, ps
global route	-92.1	1100
CTS	-27.5	1070
global placement	-780	1700
detailed placement	-794	1710
finish	-36.6	1050
floorplan	258	782
==> worst max-delay path: cells and delay by family <==
family	cells	cell delay, ps
AOI/OAI and AO/OA	2	290
adders and majority gates	1	270
buffers and inverters	4	330
and+or+nand+nor	1	50
==> kinds of logic after synthesis <==
group / share of synthesized area [%]
AOI/OAI and AO/OA: 22.1
adders and majority gates: 42.1
buffers and inverters: 15.8
and+or+nand+nor: 20.0
==> how the worst max path moves through the flow <==
| stage | to | cells after the start |
|---|---|---|
| CTS | Y[0] | 8 |
| global route | Y[0] | 8 |
| finish | Y[0] | 8 |
==> power breakdown <==
group / internal, mW / switching [mW] / total (mW)
clock network: 0 / 0 / 0
logic: 0.0620 / 0.0369 / 0.0990
registers: 0 / 0 / 0
==> routing by layer <==
layer	global-route usage [%]	part of all wire [%]	up-vias
li1	-	-	87
met1	1.78	43	74
met2	2.41	43	8
met3	0.568	14	0
met4	0	0	0
met5	0	0	-
==> timing repair <==
item                                    4_1_cts  5_1_grt
resized                                      51        6
endpoints found under the setup margin        3        3
buffers inserted                              2        0
pin swaps                                     8        5
==> area by class of cell <==
cell class / count / area [um^2] / share of cell area, %
inverter: 5 / 23.8 / 6.53
multi-input combinational: 13 / 163 / 44.7
tap: 46 / 57.6 / 15.8
timing repair buffer: 13 / 120 / 33.0
Power figures rest on the tool's default switching activity, not on a simulated workload.
